### design/flow/design.v
module i2c (
  input clk,
  input reset,
  input [6:0] addr,
  input [7:0] data,
  output reg i2c_sda,
  output wire i2c_scl,
  output reg [7:0] state
);
  localparam STATE_IDLE = 3'b000;
  localparam STATE_START = 3'b001;
  localparam STATE_ADDR = 3'b010;
  localparam STATE_RW = 3'b011;
  localparam STATE_WACK = 3'b100;
  localparam STATE_DATA = 3'b101;
  localparam STATE_WACK2 = 3'b110;
  localparam STATE_STOP = 3'b111;
  reg [31:0] count;
  wire clk_div;
  reg i2c_scl_enable = 1'b0;
  assign i2c_scl = (i2c_scl_enable == 1'b0) ? 1'b1 : ~clk;
  initial begin
    count[3:0] = 4'b0000;
    i2c_sda = 1'b0;
    state[2:0] = STATE_IDLE;
    count[3:0] = 4'b0110;
    i2c_sda = 1'b1;
    state[2:0] = STATE_STOP;
  end
  always @(negedge clk) begin
    if (reset == 1) begin
      i2c_scl_enable <= 1'b1;
    end else begin
      if ((state == STATE_IDLE) || (state == STATE_START) || (state == STATE_STOP)) begin
        i2c_scl_enable <= 1'b0;
      end else begin
        i2c_scl_enable <= 1'b1;
      end
    end
  end
  always @(posedge clk) begin
    if (reset == 1) begin
      state <= STATE_IDLE;
      i2c_sda <= 1'b1;
      count <= 4'b0;
    end else begin
      case (state)
        STATE_IDLE: begin
          i2c_sda <= 1'b0;
          state <= STATE_START;
        end
        STATE_START: begin
          i2c_sda <= 1'b1;
          state <= STATE_ADDR;
          count <= 6;
        end
        STATE_ADDR: begin
          i2c_sda <= addr[count];
          if (count == 0) begin
            state <= STATE_RW;
          end else begin
            count <= count - 1;
          end
        end
        STATE_RW: begin
          i2c_sda <= 1'b1;
          state <= STATE_WACK;
        end
        STATE_WACK: begin
          state <= STATE_DATA;
          count <= 7;
        end
        STATE_DATA: begin
          i2c_sda <= data[count];
          if (count == 0) begin
            state <= STATE_WACK2;
          end else begin
            count <= count - 1;
          end
        end
        STATE_WACK2: begin
          state <= STATE_STOP;
        end
        STATE_STOP: begin
          i2c_sda <= 1'b1;
          state <= STATE_IDLE;
        end
        default: begin
          state <= STATE_IDLE;
        end
      endcase
    end
  end
endmodule
### design/flow/run.sh
#!/bin/bash
# OpenROAD 26Q1-2900-gdf79404cd8, Yosys 0.63+post, stock flow scripts
make -C /OpenROAD-flow-scripts/flow DESIGN_CONFIG=/design/flow/config.mk WORK_HOME=/design/flow/orfs finish
### design/flow/config.mk
export PLATFORM = sky130hd
export DESIGN_NAME = i2c
export DESIGN_NICKNAME = i2c
export VERILOG_FILES = /design/flow/design.v
export SDC_FILE = /design/flow/constraint.sdc
export NUM_CORES = 4
export LEC_CHECK = 1
export CORE_AREA = 10 10 110 110
export DIE_AREA = 0 0 120 120
### design/flow/constraint.sdc
current_design i2c

set clk_period 4.1
set clk_io_pct 0.2

create_clock -name clk0 -period $clk_period [get_ports {clk}]

set non_clock_inputs [all_inputs -no_clocks]
set_input_delay [expr $clk_period * $clk_io_pct] -clock clk0 $non_clock_inputs
set_output_delay [expr $clk_period * $clk_io_pct] -clock clk0 [all_outputs]
==> impl_metrics.tcl <==
# place-and-route summary
set metrics [dict create \
    ys_seq_share_pct 32.4 \
    ys_warn_count 1 \
    cts_tree "built" \
    maxSlewViolCount 0 \
    via_per_inst 4.98 \
    ant_nets 0 \
    antennaDiodeCount 0 \
    syn_area_um2 2280 \
    synthArstFlopShare_pct 0 \
    ys_cells 276 \
    insertion_delay_ns 0.46 \
    ys.flop_type "dfxtp_1" \
    status "completed" \
    top_area_share_pct 32.4 \
    worst_setup_path_start_kind "flop" \
    dieArea_um2 14400 \
    warnings 27 \
    antenna_found_initial 0 \
    dp_cells 414 \
    netlist_top_cells_count "dfxtp_1 (37), nand2_1 (28), nor2_1 (25), a21oi_1 (18), o21ai_0 (12)" \
    synth-edff-count 0 \
    io_buffers 21 \
    cap_viol_max_count 0 \
    hold_class "flop to flop" \
    path_buffers 1 \
    drive_gt1_share_pct 10.6 \
    r2r_start "count[1]" \
    rsz0062_at_grt "false" \
    slowest_delay_ns 0.30 \
    worstSetupPathType "flop to output port" \
    yosys_area_um2 2280 \
    wl_per_cell_um 14.1 \
    fill_cells 1027 \
    ys_ff 37 \
    hold_violations 0 \
    track_usage_pct 8.05 \
    top_area_cell "dfxtp_1" \
    die_x_um 120 \
    syn_area_per_cell_um2 8.27 \
    drt_iter0_drc 136 \
    ios 27 \
    grt_first_pass_wirelength_mm 9.92 \
    syn_inst 276 \
    seqCellArea_um2 741 \
    worstPathRequired_ns 3.28 \
    holdCritStartpoint "count[31]" \
    clk_pin_slew_ns 0.08 \
    cts_setup_buffers 0 \
    dpl.hpwl_mm 4.18 \
    tns_ns 0 \
    vias 2116 \
    grt_max_degree 27 \
    route.detailed.drc 0 \
    coreArea_um2 9770 \
    syn2layout_area_growth_pct 17.8 \
    gp_congestion 0.901 \
    synth_cell_type_count 54 \
    end_kind "output port" \
    synthMostInstantiatedCell "dfxtp_1" \
    max_slew_margin_pct 47.3 \
    fin_util_pct 27.5 \
    comb_area_um2 1410 \
    cp.arrival_ns 3.13 \
    cp_slowest_cell "dfxtp_1" \
    overflow 0 \
    placementRows 36 \
    fin_ws_ns 0.149 \
    holdWs_ns 0.477 \
    dieHeight_um 120 \
    first_pass_iters 4 \
    worstMarginPinSlew_ns 0.784 \
    first_global_vias 1972 \
    crit_family "flip-flops" \
    crit_fanout 1 \
    cp_cell_sequence "nand2_1 -> dlygate4sd2_1" \
    startpoint "i2c_scl_enable" \
    wl_mm 6.00 \
    setup_viol 0 \
    yosys-top-cells-area "dfxtp_1 (32%), nand2_1 (4.6%), nor2_1 (4.1%), a21oi_1 (3.9%), or4_1 (3.6%)" \
    skew_ns 0.0675 \
    stdcell_count 425 \
    dp_slack_ns 0.469 \
    fp-utilization_pct 23.4 \
]
==> worst min-delay path: cells and delay by family, from the launching register on <==
kind / cells / cell delay (ns)
and+or+nand+nor: 1 / 0.05
DFF: 1 / 0.32
AOI/OAI and AO/OA: 1 / 0.06
==> placed cells by master, fill, tap and decap left out, types with 6 or more instances in the layout <==
master	synthesis	layout
clkbuf_8	0	8
dfxtp_1	37	37
clkdlybuf4s50_1	0	20
nor3_1	7	7
mux2i_1	7	7
nand2_1	28	28
a21oi_1	18	18
a2111oi_0	7	7
or2_2	10	10
or4_1	11	11
xnor2_1	6	6
nand3_1	9	9
nor2_1	25	25
o21ai_0	12	11
==> flip-flops by register name (all words and copies together), names as in the netlist <==
register,flops
count,32
i2c_sda,1
i2c_scl_enable,1
state,3
==> layout make-up <==
class | instances | area share (%)
multi-input combinational | 215 | 52.3
clock buffer | 10 | 4.56
timing repair buffer | 23 | 8.28
tap | 133 | 6.19
sequential | 37 | 27.5
inverter | 4 | 0.558
clock inverter | 3 | 0.512
==> stage by stage <==
step	cell area [µm²]
final	2690
after global routing	2690
after CTS	2690
after detailed placement	2570
after global placement	2570
after floorplan	2300
==> layer usage <==
metal | wire (µm) | share of wire (%) | track usage (%) | vias up
li1 | - | - | - | 1073
met1 | 3050 | 51 | 11.8 | 981
met2 | 2590 | 43 | 12.0 | 52
met3 | 202 | 3.4 | 1.29 | 10
met4 | 153 | 2.6 | 2.11 | 0
met5 | 0 | 0 | 0 | -
==> logic make-up (layout without fill, tap and decap cells) <==
logic type / count (synthesis) / count (layout) / share of synthesized area (%)
AND/OR/NAND/NOR: 120 / 120 / 28.7
AND-OR/OR-AND: 70 / 70 / 22.1
flip-flops: 37 / 37 / 32.4
buffers and inverters: 28 / 40 / 6.57
multiplexers: 10 / 10 / 6.03
XOR/XNOR: 9 / 9 / 3.45
adder cells (fa/ha/maj): 1 / 1 / 0.548
other: 1 / 5 / 0.164
==> path summary, 6_finish.rpt <==
| kind | cells past startpoint | to | slack [ns] |
|---|---|---|---|
| max | 2 | i2c_scl | 0.15 |
| min | 2 | count[31] | 0.48 |
| max reg2reg | 7 | count[3] | 0.95 |
| min reg2reg | 2 | count[31] | 0.48 |
==> repair_timing <==
| action | in CTS | in global routing |
|---|---|---|
| setup endpoints to repair | 2 | 0 |
| hold buffers | 0 | 0 |
| gates resized | 1 | 0 |
